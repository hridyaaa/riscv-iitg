--- flow/config.mk ---
export PLATFORM = sky130hd
export DESIGN_NAME = mul_old
export DESIGN_NICKNAME = mul_old
export VERILOG_FILES = /design/flow/design.v
export SDC_FILE = /design/flow/constraint.sdc
export NUM_CORES = 4
export LEC_CHECK = 1
export CORE_UTILIZATION = 50
--- flow/constraint.sdc ---
current_design mul_old

set clk_period 17.4
set clk_io_pct 0.2

create_clock -name clk0 -period $clk_period [get_ports {clk}]

set non_clock_inputs [all_inputs -no_clocks]
set_input_delay [expr $clk_period * $clk_io_pct] -clock clk0 $non_clock_inputs
set_output_delay [expr $clk_period * $clk_io_pct] -clock clk0 [all_outputs]
--- flow/design.v ---
module mul_old#(
	parameter PWIDTH  = 32'd22,
	parameter PWIDTH1 = 32'd44
)(
	input clk,
	input reset,
	input pause,
	input mul_en,
	input mac_low,
	input mac_high,
	input [32:0] din1,
	input [32:0] din2,
	output [31:0] dlout,
	output [31:0] dhout,
	output vldout,
	output vhdout
);
	wire wire_en = (mac_low | mac_high) ;
	wire acc_en = wire_en & !mul_en ;
	reg [65:0] reg_data;
	wire [PWIDTH-1:0] old_data = {PWIDTH{1'b0}} ;
	wire [33:00] pp01 = { 1'b1, ~(din1[32] & din2[00]), ( din1[31:0] & {32{din2[00]}} ) };
	wire [33:01] pp02 = { ~(din1[32] & din2[01]), (din1[31:0] & {32{din2[01]}}) };
	wire [34:02] pp03 = { ~(din1[32] & din2[02]), (din1[31:0] & {32{din2[02]}}) };
	wire [35:03] pp04 = { ~(din1[32] & din2[03]), (din1[31:0] & {32{din2[03]}}) };
	wire [36:04] pp05 = { ~(din1[32] & din2[04]), (din1[31:0] & {32{din2[04]}}) };
	wire [37:05] pp06 = { ~(din1[32] & din2[05]), (din1[31:0] & {32{din2[05]}}) };
	wire [38:06] pp07 = { ~(din1[32] & din2[06]), (din1[31:0] & {32{din2[06]}}) };
	wire [39:07] pp08 = { ~(din1[32] & din2[07]), (din1[31:0] & {32{din2[07]}}) };
	wire [40:08] pp09 = { ~(din1[32] & din2[08]), (din1[31:0] & {32{din2[08]}}) };
	wire [41:09] pp10 = { ~(din1[32] & din2[09]), (din1[31:0] & {32{din2[09]}}) };
	wire [42:10] pp11 = { ~(din1[32] & din2[10]), (din1[31:0] & {32{din2[10]}}) };
	wire [43:11] pp12 = { ~(din1[32] & din2[11]), (din1[31:0] & {32{din2[11]}}) };
	wire [44:12] pp13 = { ~(din1[32] & din2[12]), (din1[31:0] & {32{din2[12]}}) };
	wire [45:13] pp14 = { ~(din1[32] & din2[13]), (din1[31:0] & {32{din2[13]}}) };
	wire [46:14] pp15 = { ~(din1[32] & din2[14]), (din1[31:0] & {32{din2[14]}}) };
	wire [47:15] pp16 = { ~(din1[32] & din2[15]), (din1[31:0] & {32{din2[15]}}) };
	wire [48:16] pp17 = { ~(din1[32] & din2[16]), (din1[31:0] & {32{din2[16]}}) };
	wire [49:17] pp18 = { ~(din1[32] & din2[17]), (din1[31:0] & {32{din2[17]}}) };
	wire [50:18] pp19 = { ~(din1[32] & din2[18]), (din1[31:0] & {32{din2[18]}}) };
	wire [51:19] pp20 = { ~(din1[32] & din2[19]), (din1[31:0] & {32{din2[19]}}) };
	wire [52:20] pp21 = { ~(din1[32] & din2[20]), (din1[31:0] & {32{din2[20]}}) };
	wire [53:21] pp22 = { ~(din1[32] & din2[21]), (din1[31:0] & {32{din2[21]}}) };
	wire [54:22] pp23 = { ~(din1[32] & din2[22]), (din1[31:0] & {32{din2[22]}}) };
	wire [55:23] pp24 = { ~(din1[32] & din2[23]), (din1[31:0] & {32{din2[23]}}) };
	wire [56:24] pp25 = { ~(din1[32] & din2[24]), (din1[31:0] & {32{din2[24]}}) };
	wire [57:25] pp26 = { ~(din1[32] & din2[25]), (din1[31:0] & {32{din2[25]}}) };
	wire [58:26] pp27 = { ~(din1[32] & din2[26]), (din1[31:0] & {32{din2[26]}}) };
	wire [59:27] pp28 = { ~(din1[32] & din2[27]), (din1[31:0] & {32{din2[27]}}) };
	wire [60:28] pp29 = { ~(din1[32] & din2[28]), (din1[31:0] & {32{din2[28]}}) };
	wire [61:29] pp30 = { ~(din1[32] & din2[29]), (din1[31:0] & {32{din2[29]}}) };
	wire [62:30] pp31 = { ~(din1[32] & din2[30]), (din1[31:0] & {32{din2[30]}}) };
	wire [63:31] pp32 = { ~(din1[32] & din2[31]), (din1[31:0] & {32{din2[31]}}) };
	wire [65:32] pp33 = { 1'b1, (din1[32] & din2[32]), ~(din1[31:0] & {32{din2[32]}}) };
	wire [65:0] p01 = { 32'd0, pp01        };    wire [65:0] p11 = { 23'd0, pp11, 10'd0 };    wire [65:0] p21 = { 13'd0, pp21, 20'd0 };    
	wire [65:0] p02 = { 32'd0, pp02, 01'd0 };    wire [65:0] p12 = { 22'd0, pp12, 11'd0 };    wire [65:0] p22 = { 12'd0, pp22, 21'd0 };    
	wire [65:0] p03 = { 31'd0, pp03, 02'd0 };    wire [65:0] p13 = { 21'd0, pp13, 12'd0 };    wire [65:0] p23 = { 11'd0, pp23, 22'd0 };    
	wire [65:0] p04 = { 30'd0, pp04, 03'd0 };    wire [65:0] p14 = { 20'd0, pp14, 13'd0 };    wire [65:0] p24 = { 10'd0, pp24, 23'd0 };    
	wire [65:0] p05 = { 29'd0, pp05, 04'd0 };    wire [65:0] p15 = { 19'd0, pp15, 14'd0 };    wire [65:0] p25 = { 09'd0, pp25, 24'd0 };    
	wire [65:0] p06 = { 28'd0, pp06, 05'd0 };    wire [65:0] p16 = { 18'd0, pp16, 15'd0 };    wire [65:0] p26 = { 08'd0, pp26, 25'd0 };    
	wire [65:0] p07 = { 27'd0, pp07, 06'd0 };    wire [65:0] p17 = { 17'd0, pp17, 16'd0 };    wire [65:0] p27 = { 07'd0, pp27, 26'd0 };    
	wire [65:0] p08 = { 26'd0, pp08, 07'd0 };    wire [65:0] p18 = { 16'd0, pp18, 17'd0 };    wire [65:0] p28 = { 06'd0, pp28, 27'd0 };    
	wire [65:0] p09 = { 25'd0, pp09, 08'd0 };    wire [65:0] p19 = { 15'd0, pp19, 18'd0 };    wire [65:0] p29 = { 05'd0, pp29, 28'd0 };    
	wire [65:0] p10 = { 24'd0, pp10, 09'd0 };    wire [65:0] p20 = { 14'd0, pp20, 19'd0 };    wire [65:0] p30 = { 04'd0, pp30, 29'd0 };    
	wire [65:0] p31 = { 03'd0, pp31, 30'd0 };
	wire [65:0] p32 = { 02'd0, pp32, 31'd0 };
	wire [65:0] p33 = {        pp33, 32'd0 };
	wire [PWIDTH+5:0] wire_sum11 = p01[PWIDTH-1:0] + p02[PWIDTH-1:0] + p03[PWIDTH-1:0] + p04[PWIDTH-1:0] + p05[PWIDTH-1:0] + p06[PWIDTH-1:0] + p07[PWIDTH-1:0] + p08[PWIDTH-1:0] 
	+                              p09[PWIDTH-1:0] + p10[PWIDTH-1:0] + p11[PWIDTH-1:0] + p12[PWIDTH-1:0] + p13[PWIDTH-1:0] + p14[PWIDTH-1:0] + p15[PWIDTH-1:0] + p16[PWIDTH-1:0] 
	+                              p17[PWIDTH-1:0] + p18[PWIDTH-1:0] + p19[PWIDTH-1:0] + p20[PWIDTH-1:0] + p21[PWIDTH-1:0] + p22[PWIDTH-1:0] + p23[PWIDTH-1:0] + p24[PWIDTH-1:0] 
	+                              p25[PWIDTH-1:0] + p26[PWIDTH-1:0] + p27[PWIDTH-1:0] + p28[PWIDTH-1:0] + p29[PWIDTH-1:0] + p30[PWIDTH-1:0] + p31[PWIDTH-1:0] + p32[PWIDTH-1:0] 
	+                              p33[PWIDTH-1:0] ;
	wire [PWIDTH1+5:PWIDTH] wire_sum12 = p01[PWIDTH1-1:PWIDTH] + p02[PWIDTH1-1:PWIDTH] + p03[PWIDTH1-1:PWIDTH] + p04[PWIDTH1-1:PWIDTH] + p05[PWIDTH1-1:PWIDTH] + p06[PWIDTH1-1:PWIDTH] + p07[PWIDTH1-1:PWIDTH] + p08[PWIDTH1-1:PWIDTH] 
	+                                    p09[PWIDTH1-1:PWIDTH] + p10[PWIDTH1-1:PWIDTH] + p11[PWIDTH1-1:PWIDTH] + p12[PWIDTH1-1:PWIDTH] + p13[PWIDTH1-1:PWIDTH] + p14[PWIDTH1-1:PWIDTH] + p15[PWIDTH1-1:PWIDTH] + p16[PWIDTH1-1:PWIDTH] 
	+                                    p17[PWIDTH1-1:PWIDTH] + p18[PWIDTH1-1:PWIDTH] + p19[PWIDTH1-1:PWIDTH] + p20[PWIDTH1-1:PWIDTH] + p21[PWIDTH1-1:PWIDTH] + p22[PWIDTH1-1:PWIDTH] + p23[PWIDTH1-1:PWIDTH] + p24[PWIDTH1-1:PWIDTH] 
	+                                    p25[PWIDTH1-1:PWIDTH] + p26[PWIDTH1-1:PWIDTH] + p27[PWIDTH1-1:PWIDTH] + p28[PWIDTH1-1:PWIDTH] + p29[PWIDTH1-1:PWIDTH] + p30[PWIDTH1-1:PWIDTH] + p31[PWIDTH1-1:PWIDTH] + p32[PWIDTH1-1:PWIDTH] 
	+                                    p33[PWIDTH1-1:PWIDTH] ;
	wire [65:PWIDTH1] wire_sum13 = p01[65:PWIDTH1] + p02[65:PWIDTH1] + p03[65:PWIDTH1] + p04[65:PWIDTH1] + p05[65:PWIDTH1] + p06[65:PWIDTH1] + p07[65:PWIDTH1] + p08[65:PWIDTH1] 
	+                              p09[65:PWIDTH1] + p10[65:PWIDTH1] + p11[65:PWIDTH1] + p12[65:PWIDTH1] + p13[65:PWIDTH1] + p14[65:PWIDTH1] + p15[65:PWIDTH1] + p16[65:PWIDTH1] 
	+                              p17[65:PWIDTH1] + p18[65:PWIDTH1] + p19[65:PWIDTH1] + p20[65:PWIDTH1] + p21[65:PWIDTH1] + p22[65:PWIDTH1] + p23[65:PWIDTH1] + p24[65:PWIDTH1] 
	+                              p25[65:PWIDTH1] + p26[65:PWIDTH1] + p27[65:PWIDTH1] + p28[65:PWIDTH1] + p29[65:PWIDTH1] + p30[65:PWIDTH1] + p31[65:PWIDTH1] + p32[65:PWIDTH1] 
	+                              p33[65:PWIDTH1] ;
	reg [PWIDTH +5:PWIDTH ] reg_sum11; always@(posedge clk) if (reset) reg_sum11 <= 0; else if (!pause) reg_sum11 <= wire_sum11[PWIDTH+5:PWIDTH] ;
	reg [PWIDTH1+5:PWIDTH ] reg_sum12; always@(posedge clk) if (reset) reg_sum12 <= 0; else if (!pause) reg_sum12 <= wire_sum12 ;
	reg [       65:PWIDTH1] reg_sum13; always@(posedge clk) if (reset) reg_sum13 <= 0; else if (!pause) reg_sum13 <= wire_sum13 ;
	reg reg_mul_en1  ; always@(posedge clk) if (reset) reg_mul_en1   <= 0; else if (!pause) reg_mul_en1   <= mul_en ;
	reg reg_mac_low1 ; always@(posedge clk) if (reset) reg_mac_low1  <= 0; else if (!pause) reg_mac_low1  <= mac_low ;
	reg reg_mac_high1; always@(posedge clk) if (reset) reg_mac_high1 <= 0; else if (!pause) reg_mac_high1 <= mac_high ;
	wire [PWIDTH1+1:PWIDTH ] wire_sum21 = reg_sum11[PWIDTH +5:PWIDTH ] + reg_sum12[PWIDTH1-1:PWIDTH ] ;
	wire [       65:PWIDTH1] wire_sum22 = reg_sum12[PWIDTH1+5:PWIDTH1] + reg_sum13[       65:PWIDTH1] ;
	reg [PWIDTH1+1:PWIDTH1] reg_sum21; always@(posedge clk) if (reset) reg_sum21 <= 0; else if (!pause) reg_sum21 <= wire_sum21[PWIDTH1+1:PWIDTH1] ;
	reg [       65:PWIDTH1] reg_sum22; always@(posedge clk) if (reset) reg_sum22 <= 0; else if (!pause) reg_sum22 <= wire_sum22[65:PWIDTH1] ;
	reg reg_mul_en2  ; always@(posedge clk) if (reset) reg_mul_en2   <= 0; else if (!pause) reg_mul_en2   <= reg_mul_en1 ;
	reg reg_mac_low2 ; always@(posedge clk) if (reset) reg_mac_low2  <= 0; else if (!pause) reg_mac_low2  <= reg_mac_low1 ;
	reg reg_mac_high2; always@(posedge clk) if (reset) reg_mac_high2 <= 0; else if (!pause) reg_mac_high2 <= reg_mac_high1 ;
	wire [65:PWIDTH1] wire_sum31 = reg_sum21 + reg_sum22 ;
	wire wire_en1 = reg_mac_low1 | reg_mac_high1 ;
	wire wire_en2 = reg_mac_low2 | reg_mac_high2 ;
	always@(posedge clk) begin
		if (reset) reg_data[PWIDTH -1:0      ] <= 0; else if (!pause & wire_en  ) reg_data[PWIDTH -1:0      ] <= wire_sum11[PWIDTH -1:0      ] ;
		if (reset) reg_data[PWIDTH1-1:PWIDTH ] <= 0; else if (!pause & wire_en1 ) reg_data[PWIDTH1-1:PWIDTH ] <= wire_sum21[PWIDTH1-1:PWIDTH ] ;
		if (reset) reg_data[       65:PWIDTH1] <= 0; else if (!pause & wire_en2 ) reg_data[       65:PWIDTH1] <= wire_sum31[       65:PWIDTH1] ;
	end
	assign dlout = { wire_sum21[31:PWIDTH],  reg_data[PWIDTH -1:0 ] };
	assign dhout = { wire_sum31[65:PWIDTH1], reg_data[PWIDTH1-1:32] };
	assign vldout = !pause & reg_mac_low1 ; 
	assign vhdout = !pause & reg_mac_high2 ;
endmodule
--- flow/run.sh ---
#!/bin/bash
# OpenROAD 26Q1-2900-gdf79404cd8, Yosys 0.63+post, stock flow scripts
make -C /OpenROAD-flow-scripts/flow DESIGN_CONFIG=/design/flow/config.mk WORK_HOME=/design/flow/orfs finish
==> qor.log <==
INFO  worst_setup_path cp-start-kind=input pin
INFO  clock_network  cts_max_path_bufs=2
INFO  grt            grt_max_degree=70
INFO  timing         timing.final.ws_setup=6.633ns
INFO  synthesis      asyncSetResetFlopFracSynth=0%
INFO  grt            number_of_global_route_vias_before_repair=29364
INFO  clock_network  clk_latency=0.36ns
INFO  clock_network  tritoncts_clock_tree=done
INFO  timing         fmax=92.88MHz
INFO  synthesis      postSynth.topFlopCell=sky130_fd_sc_hd__dfxtp_1
INFO  timing         relSlewSlack=52.54%
INFO  grt            grt.overflow.total=0
INFO  drt            drt-pass1-iter-count=5
INFO  timing         final.setup_skew=0.005562ns
INFO  synthesis      synth_warnings=1
INFO  synthesis      post_synth_tally_of_flip_flops_with_integrated_enable=0
INFO  job            warnings=28
INFO  timing         final-hold-violation-count=0
INFO  worst_setup_path cp.required=17.69ns
INFO  clock_network  clk_pin_slew=0.07ns
INFO  worst_setup_path worstRegToRegCells=9
INFO  clock_network  cts.hold.buffers_added=0
INFO  synthesis      yosys-top-cells-count=sky130_fd_sc_hd__fa_1 (959), sky130_fd_sc_hd__inv_1 (912), sky130_fd_sc_hd__nand2_1 (884), sky130_fd_sc_hd__and2_1 (328), sky130_fd_sc_hd__clkbuf_1 (232)
INFO  clock_network  h-tree-depth=3
INFO  drt            routedWlPerCell=19.37um
INFO  drt            postRouteWirelength=101.7mm
INFO  timing         final-max-slew-violation-count=0
INFO  clock_network  cts_buffers=9
INFO  cells_and_area final-instance-count-excl-fill=5249
INFO  place          placed_cells_incl_taps=5232
INFO  grt            global_route.peak_usage_layer=met2
INFO  place          placement.io_buffers=136
INFO  place          placed_area=40270um2
INFO  job            maxCapViolCount=0
INFO  timing         worst_slew_pin_slew=0.6940ns
INFO  die            fp-row-count=100
INFO  clock_network  post_cts_buffers=0
INFO  worst_setup_path worstSetupEndpoint=reg_sum12[46]$_SDFFE_PP0N_
INFO  grt            grt_usage=29.97%
INFO  timing         timing.final.setup_violations=0
INFO  drt            ant_nets=0
INFO  clock_network  tritoncts_num_sinks=111
INFO  die            die_outline_area=77310um2
INFO  clock_network  post_cts_resize_count=0
INFO  die            coreArea=74950um2
INFO  clock_network  cts-root-buf=sky130_fd_sc_hd__clkbuf_16
INFO  die            top_level_ports=138
INFO  worst_setup_path crit_path_start=din1[21]
INFO  die            die_width=278.0um
INFO  grt            use_met1=41.84%
INFO  synthesis      netlist_area_pre_place=38100um2
INFO  timing         timing.setup.tns=0ns
INFO  timing         finalCriticalPeriod=10.77ns
INFO  worst_setup_path worst_r2r_startpoint=reg_sum11[22]$_SDFFE_PP0N_
INFO  grt            number_of_antenna_violations_at_the_first_check_in_global_routing=2
INFO  worst_setup_path timing.reg2reg.setup_slack=14.82ns
INFO  place          place_congestion=0.9081
INFO  synthesis      syn-instance-count=4300
INFO  die            floorplan.die.height=278.0um
INFO  worst_setup_path rr_endpoint=dhout[10]$_SDFFE_PP0P_
INFO  die            fp_util=50.83%
INFO  synthesis      count_of_cell_types_in_the_netlist=71
INFO  worst_hold_path hold_path.class=reg2reg
INFO  drt            detailedRoute.firstIterationViolations=1152
INFO  drt            drc=0
INFO  cells_and_area area_growth=6.568%
INFO  worst_setup_path worst_setup_path_end_kind=register
INFO  synthesis      synth_sequential_area_ratio=5.833%
INFO  timing         final_cycle_utilization_of_the_critical_path=61.88%
INFO  grt            use_met2=48.07%
INFO  synthesis      most_common_cell_in_the_synthesized_netlist=sky130_fd_sc_hd__fa_1
INFO  drt            vias_after_detailed_routing=28324
INFO  synthesis      postSynthAreaPerCell=8.860um2
INFO  worst_setup_path timing_worst_setup_path_type=in2reg
INFO  synthesis      synthDominantAreaCellType=sky130_fd_sc_hd__fa_1
INFO  grt            grt_pass1_wl=164.7mm
INFO  synthesis      flops_out_of_synthesis=111
INFO  worst_setup_path critical_path_arrival=11.06ns
INFO  cells_and_area layout-drive-gt1-share=2.547%
INFO  place          dpl.hpwl=73.73mm
INFO  drt            avgViaCountPerCell=5.396
INFO  place          pre_cts_setup_slack=6.272ns
INFO  synthesis      ys_area=38100um2
INFO  synthesis      area_leaders=sky130_fd_sc_hd__fa_1 (50%), sky130_fd_sc_hd__inv_1 (9.0%), sky130_fd_sc_hd__nand2_1 (8.7%)
INFO  timing         setup_repair_after_global_routing_missed_its_margin=false
INFO  status         status=finished clean
INFO  grt            gr-usage-met3=8.849%
INFO  cells_and_area n_fill_cell=7038
INFO  worst_setup_path critical_path.max_fanout=18
INFO  cells_and_area final_cell_area=40600um2
INFO  synthesis      yosys-stat-cells=4300
INFO  synthesis      synth_largest_type_area_fraction=50.39%
==> layout by cell type (no fill, tap or decap), types with 4 or more instances in the layout <==
cell type and instances:
sky130_fd_sc_hd__a2111o_1 4, sky130_fd_sc_hd__a2111oi_0 8, sky130_fd_sc_hd__a211oi_1 31, sky130_fd_sc_hd__a21o_1 13
sky130_fd_sc_hd__a21oi_1 84, sky130_fd_sc_hd__a31oi_1 9, sky130_fd_sc_hd__and2_1 328, sky130_fd_sc_hd__and3_1 14
sky130_fd_sc_hd__and4_1 6, sky130_fd_sc_hd__buf_4 78, sky130_fd_sc_hd__clkbuf_16 9, sky130_fd_sc_hd__clkdlybuf4s50_1 134
sky130_fd_sc_hd__dfxtp_1 111, sky130_fd_sc_hd__fa_1 959, sky130_fd_sc_hd__ha_1 224, sky130_fd_sc_hd__inv_1 911
sky130_fd_sc_hd__mux2i_1 13, sky130_fd_sc_hd__nand2_1 884, sky130_fd_sc_hd__nand2b_1 6, sky130_fd_sc_hd__nand3_1 30
sky130_fd_sc_hd__nand4_1 12, sky130_fd_sc_hd__nor2_1 91, sky130_fd_sc_hd__nor2b_1 11, sky130_fd_sc_hd__nor3_1 26
sky130_fd_sc_hd__nor4_1 11, sky130_fd_sc_hd__nor4b_1 6, sky130_fd_sc_hd__o2111ai_1 8, sky130_fd_sc_hd__o211ai_1 21
sky130_fd_sc_hd__o21a_1 14, sky130_fd_sc_hd__o21ai_0 50, sky130_fd_sc_hd__o21bai_1 9, sky130_fd_sc_hd__o22ai_1 6
sky130_fd_sc_hd__o31a_1 5, sky130_fd_sc_hd__o31ai_1 6, sky130_fd_sc_hd__or3_1 11, sky130_fd_sc_hd__xnor2_1 52
sky130_fd_sc_hd__xor2_1 21
==> flip-flops by register name, indices dropped and copies added (netlist names) <==
signal,flops
dlout,22
reg_mac_high1,1
reg_sum22,20
reg_sum21,1
reg_sum11,5
dhout,12
reg_sum13,20
reg_mac_low1,1
reg_sum12,28
reg_mac_high2,1
==> cell type report <==
type | count | area (um2) | share of cell area, %
Antenna cell | 1 | 2.502 | 0.006163
Multi-Input combinational cell | 3027 | 31480 | 77.53
Tap cell | 969 | 1212 | 2.986
Sequential cell | 111 | 2222 | 5.473
Inverter | 913 | 3427 | 8.441
Clock buffer | 10 | 239.0 | 0.5886
Clock inverter | 6 | 91.34 | 0.2250
Timing Repair Buffer | 212 | 1927 | 4.746
==> logic make-up (layout without fill, tap and decap cells) <==
| family | after synthesis | in the layout | synth area share (%) |
|---|---|---|---|
| AND/OR/NAND/NOR | 1447 | 1447 | 17.28 |
| adder cells (fa/ha/maj) | 1183 | 1183 | 57.75 |
| buffers and inverters | 1162 | 1141 | 11.55 |
| AND-OR/OR-AND | 310 | 310 | 5.511 |
| flip-flops | 111 | 111 | 5.833 |
| XOR/XNOR | 74 | 74 | 1.737 |
| multiplexers | 13 | 13 | 0.3415 |
| other | 0 | 1 | 0 |
==> worst min-delay path by stage <==
stage,from,slack [ns],cells after the start,endpoint
after CTS,dlout[8]$_SDFFE_PP0P_,0.46,2,dlout[8]$_SDFFE_PP0P_
after global routing,dlout[6]$_SDFFE_PP0P_,0.48,2,dlout[6]$_SDFFE_PP0P_
final,dlout[7]$_SDFFE_PP0P_,0.46,2,dlout[7]$_SDFFE_PP0P_
==> layer usage <==
| layer | vias up | share of wire [%] |
|---|---|---|
| li1 | 12628 | - |
| met1 | 14621 | 38 |
| met2 | 938 | 50 |
| met3 | 137 | 7.6 |
| met4 | 0 | 3.9 |
| met5 | - | 0 |
==> per-stage QoR <==
stage          utilization, %  hold WS, ns
2_1_floorplan               -       0.4174
3_3_place_gp            53.73       0.4434
3_5_place_dp            53.73       0.4479
4_1_cts                 54.17       0.4587
5_1_grt                 54.17       0.4757
6_report                54.17       0.4563
==> worst max-delay path, stage by stage <==
cell and delay (ns):
sky130_fd_sc_hd__clkdlybuf4s50_1 0.45, sky130_fd_sc_hd__buf_4 0.31, sky130_fd_sc_hd__buf_4 0.35, sky130_fd_sc_hd__nand2_1 0.11, sky130_fd_sc_hd__fa_1 0.50, sky130_fd_sc_hd__inv_1 0.05, sky130_fd_sc_hd__fa_1 0.44, sky130_fd_sc_hd__fa_1 0.51
sky130_fd_sc_hd__fa_1 0.60, sky130_fd_sc_hd__fa_1 0.47, sky130_fd_sc_hd__fa_1 0.50, sky130_fd_sc_hd__inv_1 0.05, sky130_fd_sc_hd__fa_1 0.47, sky130_fd_sc_hd__inv_1 0.04, sky130_fd_sc_hd__ha_1 0.27, sky130_fd_sc_hd__ha_1 0.23
sky130_fd_sc_hd__fa_1 0.49, sky130_fd_sc_hd__a2111oi_0 0.60, sky130_fd_sc_hd__o31a_1 0.25, sky130_fd_sc_hd__o2111a_1 0.33, sky130_fd_sc_hd__o311ai_0 0.18, sky130_fd_sc_hd__a21o_1 0.22, sky130_fd_sc_hd__a31oi_1 0.14
