File: /design/flow/config.mk
export PLATFORM = sky130hd
export DESIGN_NAME = data_distribute
export DESIGN_NICKNAME = data_distribute
export VERILOG_FILES = /design/flow/design.v
export SDC_FILE = /design/flow/constraint.sdc
export NUM_CORES = 4
export LEC_CHECK = 1
export CORE_UTILIZATION = 40
File: /design/flow/constraint.sdc
current_design data_distribute

set clk_period 13.4
set clk_io_pct 0.2

create_clock -name clk0 -period $clk_period [get_ports {clk}]

set non_clock_inputs [all_inputs -no_clocks]
set_input_delay [expr $clk_period * $clk_io_pct] -clock clk0 $non_clock_inputs
set_output_delay [expr $clk_period * $clk_io_pct] -clock clk0 [all_outputs]
File: /design/flow/design.v
module data_distribute(
	input clk,
	input reset,
	input pause,
	input [31:0] de_rs1     ,
	input [31:0] de_rs2     ,
	input [ 2:0] de_r_wait  ,
	input [ 5:0] de_r_tag   ,
	input [14:0] de_r_add   ,
	input        wrd_en1    ,
	input [6:0]  wrd_add1   ,
	input [31:0] wrd_data1  ,
	input        wrd_en2    ,
	input [6:0]  wrd_add2   ,
	input [31:0] wrd_data2  ,
	input        ex_rd_en   ,
	input [6:0]  ex_rd_add  ,
	input [31:0] ex_rd_data ,
	input        mem_rd_en   ,
	input [6:0]  mem_rd_add  ,
	input [31:0] mem_rd_data ,
	input        buff_ex_rd_en   ,
	input [6:0]  buff_ex_rd_add  ,
	input [31:0] buff_ex_rd_data ,
	output [31:0] dd_rs1    ,
	output [31:0] dd_rs2    ,
	output [ 1:0] dd_rd_tag ,
	output [ 4:0] dd_rd_add ,
	output        dd_pause
);
	reg [ 5:0] reg_de_r_tag ; always@(posedge clk) if (reset) reg_de_r_tag <= 0; else if (!pause) reg_de_r_tag <= de_r_tag ;
	reg [14:0] reg_de_r_add ; always@(posedge clk) if (reset) reg_de_r_add <= 0; else if (!pause) reg_de_r_add <= de_r_add ;
	wire rs1_vwdata, rs2_vwdata, rd_vwdata ;
	reg reg_de_rd_wait  ; always@(posedge clk) if (reset) reg_de_rd_wait  <= 0; else if (!pause) reg_de_rd_wait  <= de_r_wait[2] ; else if ( rd_vwdata  ) reg_de_rd_wait  <= 1'b0 ;
	reg reg_de_rs2_wait ; always@(posedge clk) if (reset) reg_de_rs2_wait <= 0; else if (!pause) reg_de_rs2_wait <= de_r_wait[1] ; else if ( rs2_vwdata ) reg_de_rs2_wait <= 1'b0 ;
	reg reg_de_rs1_wait ; always@(posedge clk) if (reset) reg_de_rs1_wait <= 0; else if (!pause) reg_de_rs1_wait <= de_r_wait[0] ; else if ( rs1_vwdata ) reg_de_rs1_wait <= 1'b0 ;
	reg [31:0] reg_de_rs1 ; always@(posedge clk) if (reset) reg_de_rs1 <= 0; else if (!pause) reg_de_rs1 <= de_rs1 ; else if ( reg_de_rs1_wait ) reg_de_rs1 <= dd_rs1 ;
	reg [31:0] reg_de_rs2 ; always@(posedge clk) if (reset) reg_de_rs2 <= 0; else if (!pause) reg_de_rs2 <= de_rs2 ; else if ( reg_de_rs2_wait ) reg_de_rs2 <= dd_rs2 ;
	wire [1:0] reg_de_rs1_tag, reg_de_rs2_tag, reg_de_rd_tag ;
	assign { reg_de_rd_tag, reg_de_rs2_tag, reg_de_rs1_tag } = reg_de_r_tag ;
	wire [6:0] rd_add  = { reg_de_rd_tag  - 1, reg_de_r_add[14:10] } ;
	wire [6:0] rs2_add = { reg_de_rs2_tag - 1, reg_de_r_add[09:05] } ;
	wire [6:0] rs1_add = { reg_de_rs1_tag - 1, reg_de_r_add[04:00] } ;
	assign rd_vwdata  = ( reg_de_rd_wait & wrd_en1  & rd_add==wrd_add1  ) ? 1'b1
	:                   ( reg_de_rd_wait & wrd_en2  & rd_add==wrd_add2  ) ? 1'b1
	:                   ( reg_de_rd_wait & ex_rd_en & rd_add==ex_rd_add ) ? 1'b1
	:                   ( reg_de_rd_wait & buff_ex_rd_en & rd_add==buff_ex_rd_add ) ? 1'b1
	:                   ( reg_de_rd_wait & mem_rd_en     & rd_add==mem_rd_add     ) ? 1'b1
	:                                                                       1'b0 ;
	wire rs1_vwdata1 = ( reg_de_rs1_wait & wrd_en1  & rs1_add==wrd_add1  ) ;
	wire rs1_vwdata2 = ( reg_de_rs1_wait & wrd_en2  & rs1_add==wrd_add2  ) ;
	wire rs1_vwdata3 = ( reg_de_rs1_wait & ex_rd_en & rs1_add==ex_rd_add ) ;
	wire rs1_vwdata4 = ( reg_de_rs1_wait & buff_ex_rd_en & rs1_add==buff_ex_rd_add ) ;
	wire rs1_vwdata5 = ( reg_de_rs1_wait & mem_rd_en     & rs1_add==mem_rd_add ) ;
	wire rs2_vwdata1 = ( reg_de_rs2_wait & wrd_en1  & rs2_add==wrd_add1  ) ;
	wire rs2_vwdata2 = ( reg_de_rs2_wait & wrd_en2  & rs2_add==wrd_add2  ) ;
	wire rs2_vwdata3 = ( reg_de_rs2_wait & ex_rd_en & rs2_add==ex_rd_add ) ;
	wire rs2_vwdata4 = ( reg_de_rs2_wait & buff_ex_rd_en & rs2_add==buff_ex_rd_add ) ;
	wire rs2_vwdata5 = ( reg_de_rs2_wait & mem_rd_en     & rs2_add==mem_rd_add ) ;
	assign rs1_vwdata = rs1_vwdata1 | rs1_vwdata2 | rs1_vwdata3 | rs1_vwdata4 | rs1_vwdata5 ;
	assign rs2_vwdata = rs2_vwdata1 | rs2_vwdata2 | rs2_vwdata3 | rs2_vwdata4 | rs2_vwdata5 ;
	assign dd_rd_tag = reg_de_rd_tag;
	assign dd_rd_add = reg_de_r_add[14:10];
	assign dd_rs1 = ( rs1_vwdata1 ) ? wrd_data1
	:               ( rs1_vwdata2 ) ? wrd_data2
	:               ( rs1_vwdata3 ) ? ex_rd_data
	:               ( rs1_vwdata4 ) ? buff_ex_rd_data
	:               ( rs1_vwdata5 ) ? mem_rd_data
	:                                 reg_de_rs1 ;
	assign dd_rs2 = ( rs2_vwdata1 ) ? wrd_data1
	:               ( rs2_vwdata2 ) ? wrd_data2
	:               ( rs2_vwdata3 ) ? ex_rd_data
	:               ( rs2_vwdata4 ) ? buff_ex_rd_data
	:               ( rs2_vwdata5 ) ? mem_rd_data
	:                                 reg_de_rs2 ;
	assign dd_pause = (reg_de_rs1_wait & (!(wrd_en1&(rs1_add==wrd_add1)) & !(wrd_en2&(rs1_add==wrd_add2)) & !(ex_rd_en&(rs1_add==ex_rd_add)) & !(buff_ex_rd_en&(rs1_add==buff_ex_rd_add)) & !(mem_rd_en&(rs1_add==mem_rd_add)))) ? 1'b1
	:                 (reg_de_rs2_wait & (!(wrd_en1&(rs2_add==wrd_add1)) & !(wrd_en2&(rs2_add==wrd_add2)) & !(ex_rd_en&(rs2_add==ex_rd_add)) & !(buff_ex_rd_en&(rs2_add==buff_ex_rd_add)) & !(mem_rd_en&(rs2_add==mem_rd_add)))) ? 1'b1
	:                 (reg_de_rd_wait  & (!(wrd_en1&(rd_add ==wrd_add1)) & !(wrd_en2&(rd_add ==wrd_add2)) & !(ex_rd_en&(rd_add ==ex_rd_add)) & !(buff_ex_rd_en&(rd_add ==buff_ex_rd_add)) & !(mem_rd_en&(rd_add ==mem_rd_add)))) ? 1'b1 
	:                                                                                                                                                      1'b0 ;
endmodule
File: /design/flow/run.sh
#!/bin/bash
# OpenROAD 26Q1-2900-gdf79404cd8, Yosys 0.63+post, stock flow scripts
make -C /OpenROAD-flow-scripts/flow DESIGN_CONFIG=/design/flow/config.mk WORK_HOME=/design/flow/orfs finish
==> results.cfg <==
; physical design summary
[floorplanning]
ioPinCount = 363
rows = 52
coreArea_sq_mm = 0.0204
fp.dieW_microns = 146
initCoreUtil_pct = 41.0
dieArea_sq_mm = 0.0214
fp.dieH_microns = 146

[clock_network]
root_buffer = clkbuf_16
path_clk_slew_ns = 0.07
post_cts_buffers = 0
ctsResizeCount = 0
cts_tree = yes
htree_levels = 3
max-clock-path-buffers = 2
cts.sink_count = 88
numCtsBuffers = 9
cts_hold_buf = 0
clock_latency_ns = 0.36

[run]
warnings = 26
cap_violations = 0

[sta]
hold-worst-slack_ns = 0.540
setup_viol = 0
fmax_mhz = 111
rsz0062_at_grt = false
finalHoldViolCount = 0
slew_violations = 0
worst_pin_slew_ns = 0.949
slew_headroom_pct = 36.7
skew_ns = 0.0109
fin_crit_sh_pct = 67.0
fin_setup_tns_ns = 0
layout_min_cycle_time_ns = 8.98

[route]
dr.first_iter.drc_count = 713
viasPerCell = 6.05
routed_wirelength_mm = 39.1
first_pass_iters = 5
drc_errors = 0
num_vias = 9746
wl_met2_mm = 17.6
ant_nets = 0
met1_length_mm = 15.8
dr.max_layer_used = met4
dr_wl_met3_mm = 4.17
wl_per_cell_microns = 24.2

[finish]
lay_top_cells = clkdlybuf4s50_1 (360), nor2_1 (104), dfxtp_1 (88), mux2i_1 (77), nand2_1 (64)
drive_gt1_share_pct = 7.71
syn2layout_area_growth_pct = 47.7
fin_util_pct = 60.5
lay_top_count = clkdlybuf4s50_1

[grt]
grt_usage_pct = 36.8
grt_max_degree = 50
grt_first_pass_wirelength_mm = 58.1
grt_pass1_vias = 9341
grt-ovfl-total = 0
antenna_found_initial = 6

[critical_path]
critPathMaxStageDelay_ns = 0.75
cp_common_cell = clkdlybuf4s50_1
crit_chain = clkdlybuf4s50_1 -> xnor3_1 -> nor2_1 -> nor4b_4 -> buf_4 -> a21o_1 -> a221oi_1 -> o31ai_1 -> clkdlybuf4s50_1
cp_slowest_cell = nor4b_4
path_max_fanout = 20
startpoint_type = input pin
r2r_cells = 9
critPathKind = input pin to output port
critPathCaptureType = output port
crit_required_ns = 10.72
critical_path_arrival_ns = 6.30

[logic_synthesis]
synth.cell_area_sq_mm = 0.00834
edf_count = 0
synth_flop_count = 88
synth.distinct_cells = 63
synth_cells = 1046
flop_cell = dfxtp_1
synth_top_area_share_pct = 21.1
ys_cells = 1046
syn_area_per_cell_sq_um = 7.97
ys_seq_share_pct = 21.1
yosys-stat-area_sq_mm = 0.00834
topCellsByArea = dfxtp_1 (21%), mux2i_1 (9.2%), xnor2_1 (6.4%), nor2_1 (4.7%), o221a_2 (4.2%)
yosysTopAreaCell = dfxtp_1
yosys_warnings = 1
synthArstFlopShare_pct = 0

[power]
peakVddDrop_v = 0.0000604
power_leakage_nw = 4.99
powerDensity_mw_per_mm2 = 69.8
fin_total_pwr_mw = 0.860

[placed_design]
io_buffers = 362
hpwl_mm = 27.9
gp_congestion = 0.953

[hold_path]
min_path_type = flop to flop
holdPathStages = 2

[outcome]
status = finished clean
## worst paths after layout
check	startpoint	to	slack, ns
setup / recovery	wrd_add2[6]	dd_rs2[18]	4.42
hold / removal	reg_de_rs2[5]	reg_de_rs2[5]	0.54
setup reg to reg	reg_de_r_tag[0]	reg_de_rs1[29]	9.54
hold reg to reg	reg_de_rs2[5]	reg_de_rs2[5]	0.54
## cells in the mapped netlist, types with 17 or more instances
| cell | number |
|---|---|
| nor2_1 | 104 |
| o32ai_1 | 17 |
| clkbuf_1 | 60 |
| mux2i_1 | 77 |
| o211ai_1 | 40 |
| nand3_1 | 31 |
| nand2_1 | 65 |
| o31ai_1 | 24 |
| a211oi_1 | 32 |
| dfxtp_1 | 88 |
| xor2_1 | 35 |
| buf_2 | 28 |
| nor3_1 | 23 |
| a21oi_1 | 54 |
| inv_1 | 22 |
| xnor2_1 | 61 |
| a221oi_1 | 17 |
| o21a_1 | 44 |
| or3_1 | 19 |
| o221a_2 | 31 |
| o21ai_0 | 18 |
## layout make-up
type / count / area [sq um]
fill: 1784 / 8050
sequential: 88 / 1760
multi-input combinational: 821 / 5990
antenna: 6 / 15.0
timing repair buffer: 387 / 3810
clock buffer: 12 / 246
tap: 270 / 338
clock inverter: 4 / 76.3
inverter: 24 / 90.1
## layer usage
layer	vias to the layer above	global-route usage [%]
met4	0	12.9
met3	78	10.0
met1	4525	50.0
li1	4487	-
met2	656	56.8
met5	-	0
## through the flow
| step | instance area, sq um | cells | setup slack [ns] |
|---|---|---|---|
| final | 12300 | 1612 | 4.42 |
| after detailed placement | 12000 | 1590 | 4.48 |
| after global placement | 12000 | 1590 | 4.51 |
| after CTS | 12300 | 1606 | 4.47 |
| after global routing | 12300 | 1612 | 4.20 |
| after floorplan | 8340 | 1046 | 6.36 |
## flip-flops by register name, indices dropped and copies added (netlist names)
register / flops
reg_de_rs2: 32
reg_de_rs2_wait: 1
reg_de_r_add: 15
reg_de_rs1_wait: 1
reg_de_r_tag: 6
reg_de_rd_wait: 1
reg_de_rs1: 32
## power by group
part	switching [mW]	total [mW]	internal [mW]
Combinational	0.110	0.275	0.165
Sequential	0.0167	0.295	0.279
Clock	0.120	0.289	0.170
Total	0.246	0.860	0.614
## logic make-up after synthesis
| family | share of synthesized area (%) |
|---|---|
| buf+inv | 7.67 |
| compound gates | 31.0 |
| mux | 10.3 |
| xor+xnor | 12.3 |
| flops | 21.1 |
| simple gates | 17.6 |
## critical path, delay by kind of cell
kind,cells,cell delay [ns]
AND/OR/NAND/NOR,2,1.00
XOR/XNOR,1,0.57
AND-OR/OR-AND,3,0.46
buffers and inverters,3,1.56
No activity file was given, so power comes from the tool's default toggle rates.
