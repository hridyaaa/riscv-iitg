<file path="./run.sh">
#!/bin/bash
# OpenROAD 26Q1-2900-gdf79404cd8, Yosys 0.63+post, stock flow scripts
make -C /OpenROAD-flow-scripts/flow DESIGN_CONFIG=/design/flow/config.mk WORK_HOME=/design/flow/orfs finish
</file>
<file path="./config.mk">
export PLATFORM = sky130hd
export DESIGN_NAME = DBP
export DESIGN_NICKNAME = DBP
export VERILOG_FILES = /design/flow/design.v
export SDC_FILE = /design/flow/constraint.sdc
export NUM_CORES = 4
export LEC_CHECK = 1
export CORE_AREA = 10 10 158 158
export DIE_AREA = 0 0 168 168
</file>
<file path="./constraint.sdc">
current_design DBP

set clk_period 6.9
set clk_io_pct 0.2

create_clock -name clk0 -period $clk_period [get_ports {clk}]

set non_clock_inputs [all_inputs -no_clocks]
set_input_delay [expr $clk_period * $clk_io_pct] -clock clk0 $non_clock_inputs
set_output_delay [expr $clk_period * $clk_io_pct] -clock clk0 [all_outputs]
</file>
<file path="./design.v">
module DBP#(
		parameter AWIDTH=10,
		parameter DWIDTH=34
)(
		input clk,
		input reset,
		input clear_dbp,
		input pause,
		input        inst_req,
		input [31:0] inst_add,
		input        de_pfalse,
		input [31:0] pc_pc,
		input [31:0] buff_pc_pc,
		input        jal,
		input [31:0] jal_add,
		input [31:0] buff_dd_pc,
		input        buff_ex_jal,
		input        buff_ex_jb,
		input        buff_ex_jb_en,
		input [31:0] buff_ex_jb_add,
		input [31:0] buff_ex_pc,
		output [AWIDTH-1:0] add1,
		input  [DWIDTH-1:0] rdata1,
		output [AWIDTH-1:0] add2,
		input  [DWIDTH-1:0] rdata2,
		output              wen2,
		output [DWIDTH-1:0] wdata2,
		output        pc_update1,
		output        pc_update2,
		output        pc_update3,
		output        pc_update4,
		output [31:0] pc_update_add
    );
	assign add1 = inst_add[AWIDTH+1:2] ;
	assign add2 = wen2 ? buff_ex_pc[AWIDTH+1:2] : buff_dd_pc[AWIDTH+1:2] ;
	wire [31:0] bht_badd1  ; 
	wire [1:0]  bht_count1 ; 
	assign {bht_count1, bht_badd1} = rdata1 ;
	wire [31:0] bht_badd2  ; 
	wire [1:0]  bht_count2 ; 
	assign {bht_count2, bht_badd2} = rdata2 ;
	reg        reg_inst_req; always@(posedge clk) if (reset|clear_dbp) reg_inst_req <= 0; else if (!pause) reg_inst_req <= inst_req ;
	reg [31:0] reg_inst_add; always@(posedge clk) if (reset|clear_dbp) reg_inst_add <= 0; else if (!pause) reg_inst_add <= inst_add ;
	wire        predict_en  = ( reg_inst_req & bht_count1>1 ) ? 1'b1 : 1'b0 ;
	wire [31:0] predict_add = bht_badd1 ;
	wire branch_take  = buff_ex_jb_en ;
	wire branch_ntake = buff_ex_jb & !buff_ex_jb_en ;
	wire wrong_prediction = ( ( branch_ntake | branch_take ) & ( buff_ex_jb_add != buff_dd_pc ) ) ? 1'b1 : 1'b0 ;
	wire [31:0] pc_update_add1 = predict_add    ;
	wire [31:0] pc_update_add2 = buff_pc_pc+4   ;
	wire [31:0] pc_update_add3 = jal_add        ;
	wire [31:0] pc_update_add4 = buff_ex_jb_add ;
	assign pc_update1 = !pause & predict_en ;
	assign pc_update2 = !pause & de_pfalse ;
	assign pc_update3 = (jal & jal_add!=buff_pc_pc) ;
	assign pc_update4 = wrong_prediction ;
	assign pc_update_add = pc_update4 ? pc_update_add4
	:                      pc_update3 ? pc_update_add3
	:                      pc_update2 ? pc_update_add2
	:                                   pc_update_add1 ;
	wire [1:0] count = (branch_ntake & bht_count2>0) ? (bht_count2-1)
	:                  (bht_count2<3)                ? (bht_count2+1) 
	:                                                   bht_count2 ;
	assign wen2 = branch_ntake | branch_take | buff_ex_jal ;
	assign wdata2 = { count, buff_ex_jb_add } ;
endmodule
</file>
==> deck_impl_summary.md <==
Key Metrics from the Run

Detailed routing
  • WL final: 18700 um
  • Iteration count of the initial detailed-routing pass: 4
  • DRT iter0 DRCs: 145
  • Final ANT Viol Nets: 0
  • DRC viols: 0
  • Via Count: 3685
  • Wire per inst: 20.7 um
  • Via density: 4.08

Global route
  • Largest net degree at the start of global routing: 62
  • Vias in the first global route: 3870
  • Overall Global Routing Usage: 0.124
  • Gr ovfl total: 0
  • First-pass GRT wire length: 26300 um
  • Initial antenna violation count: 1

Placement
  • Count of input and output buffers: 263
  • GP Congestion: 0.824
  • Place WS: 992 ps
  • Post-Place Cells: 903
  • Post-DP HPWL: 16300 um

Min path
  • Hold_sp: reg_inst_req
  • Hold path depth: 2
  • Type of the worst min-delay path: reg2reg
  • Hold Path Sink: reg_inst_req

Timing
  • Final Setup Violations: 0
  • Clock skew: 0 ps
  • Final period util: 0.844
  • Fin worst setup slack: 1080 ps
  • Pins Over Slew Limit: 0
  • RSZ-0062 raised after global routing: false
  • Hold Violations, Final: 0
  • Sum Neg Setup Slack: 0 ps
  • Max_slew headroom: 0.605
  • Fmax: 0.172 GHz
  • Min Tclk post-route: 5820 ps
  • Least-Margin Pin Slew: 588 ps

Logic synthesis
  • Register bit total from synthesis: 1
  • YS warnings: 1
  • Synth Instances: 422
  • Synth Area per Inst: 6.87 um2
  • Synth Seq Share: 0.00690
  • Distinct cells, synth: 36
  • # Cells Yosys: 422
  • FFs w/ async S/R, synth: 0
  • Synthesized area: 2900 um2
  • Number of flops mapped to enable cells by yosys: 0
  • Top_reg_cell synth: dfxtp_1
  • Yosys stat chip area: 2900 um2

Final layout
  • Top flop regs: reg_inst_req x1
  • Largest reg by FF count: reg_inst_req
  • Share of cells above drive strength 1: 0.0578
  • Final Non-Filler Cells: 904
  • Number of flip-flops under the largest register name: 1
  • Area growth, synth to finish: 89.6%

Setup path
  • CP arrival: 4440 ps
  • Max incr delay on CP: 580 ps
  • Worst EP required: 5520 ps
  • Setup crit end kind: output pin
  • FF-to-FF Start: reg_inst_req
  • Setup CP Type: in2out
  • Critical path fanouts, max: 47
  • Crit path max-delay cell type: nor4_1
  • Reg2Reg Setup Slack: 6310 ps
  • Worst Setup Start Kind: input port
  • R2R Path End: reg_inst_req
  • Cells along the critical path: clkdlybuf4s50_1, xor2_1, nor4_1, nand4_1, o21a_2, buf_12, mux2_2, mux2_2, clkdlybuf4s50_1
  • Worst r2r path cells: 2

Pwr
  • Cell Pwr Density: 59.9 nW/um2
  • LEAKAGE: 0.00202 uW
  • Peak supply drop: 0.0203 mV

CTS
  • Clk slew on worst S/H paths: 0 ps
  • Cts hold-fix bufs: 0
  • Postcts setup bufs: 0
  • CTS resizes: 0
  • Insertion Delay late pin: 0 ps

Die
  • Ports: 393
  • Die width: 168 um
  • Core area: 21700 um2
  • FP Util: 0.134
  • Die y size: 168 um
  • # rows: 54
  • Die area: 28200 um2

Flow run
  • Max cap viols: 0
  • Count of tool warnings: 139

Run status
  • Outcome: completed
through the flow:
step / power (uW) / utilization / hold slack [ps] / area (um2)
finish: 329 / 0.253 / 528 / 5500
global route: 360 / 0.253 / 560 / 5500
CTS: 339 / 0.253 / 529 / 5500
detailed placement: 336 / 0.253 / 536 / 5500
global placement: 336 / 0.253 / 526 / 5500
floorplan: 119 / - / 497 / 2900
synth_stat cells (all sizes together) (2+ instances only):
library cell	n	area share
ha	4	0.017
nand4	9	0.025
nor4	20	0.059
mux2i	3	0.010
xor2	72	0.22
nand3	10	0.019
a211o	28	0.085
clkbuf	14	0.019
inv	10	0.013
nor2	62	0.080
and4	5	0.016
buf	52	0.14
mux2	18	0.070
nand2	45	0.058
a31oi	28	0.060
dlygate4sd1	2	0.0060
nor3	10	0.017
xnor2	20	0.060
cells by family (layout without fill, tap and decap cells):
family          count (synthesis)  count (layout)  synth area share
simple gates                  166             166             0.287
compound gates                 59              59             0.151
mux                            21              21            0.0802
fa+ha+maj                       4               4            0.0173
flops                           1               1           0.00690
xor+xnor                       92              92             0.278
other cells                     0               1                 0
buf+inv                        79             280             0.179
power breakdown:
group | leakage, uW | switching [uW] | internal, uW | total, uW
clock | 0.00000000634 | 0 | 0.0000194 | 0.0000194
combinational | 0.00201 | 125 | 198 | 323
sequential | 0.00000815 | 0.0747 | 6.09 | 6.17
total | 0.00202 | 125 | 204 | 329
routing by layer:
metal  wire, um  vias up  track usage
met4         84        0      0.00568
met3       1520        8       0.0314
met1       7980     1674        0.159
met5          0        -            0
met2       9100      166        0.216
li1           -     1837            -
area by class of cell:
| type | count | area (um2) |
|---|---|---|
| multi-input combinational | 342 | 2380 |
| sequential | 1 | 20.0 |
| timing repair buffer | 269 | 2700 |
| fill | 2415 | 16200 |
| tap | 280 | 350 |
| antenna | 1 | 2.50 |
| inverter | 11 | 41.3 |
worst max path at each step:
stage                   from               end  cells after the start
6_report      buff_pc_pc[10]  pc_update_add[3]                      9
4_1_cts   buff_ex_jb_add[14]  pc_update_add[4]                      9
5_1_grt   buff_ex_jb_add[14]  pc_update_add[4]                      9
critical path, delay by kind of cell:
family	cells	cell delay, ps
buffers and inverters	3	1120
AND-OR/OR-AND	1	340
XOR/XNOR	1	250
multiplexers	2	560
AND/OR/NAND/NOR	2	740
cells in the final DEF (no fill, tap or decap), drive strengths merged, types with 3 or more instances in the layout:
master	count
ha	4
xor2	72
nand4	9
nand2	45
clkdlybuf4s50	263
a211o	28
mux2i	3
mux2	18
nor2	62
a31oi	28
and4	5
xnor2	20
inv	11
buf	6
nand3	10
nor4	20
nor3	10
Power is estimated from default activity; no workload was simulated.
