File: design/flow/config.mk
export PLATFORM = sky130hd
export DESIGN_NAME = memory_controller
export DESIGN_NICKNAME = memory_controller
export VERILOG_FILES = /design/flow/design.v
export SDC_FILE = /design/flow/constraint.sdc
export NUM_CORES = 4
export LEC_CHECK = 1
export CORE_AREA = 10 10 168 168
export DIE_AREA = 0 0 178 178
File: design/flow/constraint.sdc
current_design memory_controller

set clk_period 5.5
set clk_io_pct 0.2

create_clock -name clk0 -period $clk_period [get_ports {clk}]

set non_clock_inputs [all_inputs -no_clocks]
set_input_delay [expr $clk_period * $clk_io_pct] -clock clk0 $non_clock_inputs
set_output_delay [expr $clk_period * $clk_io_pct] -clock clk0 [all_outputs]
File: design/flow/design.v
module memory_controller(
	input clk,
	input reset,
	output inst_rready,
	input         ren1,
	input  [31:0] radd1,
	output [31:0] rdata1,
	output        vrdata1,
	input [6:0] rd_add2,
	input        umload,
	input [2:0]  ren2,
	input [31:0] radd2,
	input [2:0]  wen2,
	input [31:0] wadd2,
	input [31:0] wdata2,
	output        rd_en,
	output [6:0]  rd_add,
	output [31:0] rd_data,
	output  [31:0] mem_add1,
	input   [31:0] mem_rdata1,
	output   [3:0] mem_wen1,
	output  [31:0] mem_wdata1,
	output  [31:0] mem_add2,
	input   [31:0] mem_rdata2,
	output   [3:0] mem_wen2,
	output  [31:0] mem_wdata2,
	output mm_pause
);
	wire pause_req ;
	assign inst_rready = (reset) ? 1'b0 : 1'b1 ;
	assign mm_pause = 1'b0 ;
	reg reg_vrdata1; always@(posedge clk) if (reset) reg_vrdata1 <= 1'b0; else reg_vrdata1 <= ren1 ;
	assign rdata1  = mem_rdata1 ;
	assign vrdata1 = reg_vrdata1;
	wire [3:0] wire_vrdata2 = (ren2[2]==1'b1) ? 4'b1111 
	:                         (ren2[1]==1'b1 & radd2[1]==1'b0) ? 4'b0011 
	:                         (ren2[1]==1'b1 & radd2[1]==1'b1) ? 4'b1100 
	:                         (ren2[0]==1'b1 & radd2[1:0]==2'b00) ? 4'b0001 
	:                         (ren2[0]==1'b1 & radd2[1:0]==2'b01) ? 4'b0010 
	:                         (ren2[0]==1'b1 & radd2[1:0]==2'b10) ? 4'b0100 
	:                         (ren2[0]==1'b1 & radd2[1:0]==2'b11) ? 4'b1000 
	:                         4'b0000;
	reg        reg_ren2   ; always@(posedge clk) if (reset) reg_ren2    <= 0; else reg_ren2    <= ( ren2!=0 ) ;
	reg        reg_umload ; always@(posedge clk) if (reset) reg_umload  <= 0; else reg_umload  <= umload      ;
	reg [ 6:0] reg_rd_add2; always@(posedge clk) if (reset) reg_rd_add2 <= 0; else reg_rd_add2 <= rd_add2     ;
	reg [ 3:0] reg_vrdata2; always@(posedge clk) if (reset) reg_vrdata2 <= 0; else reg_vrdata2 <= wire_vrdata2;
	wire [31:0] wire_mem_rdata = mem_rdata2 ;
	assign rd_en   = reg_ren2;
    assign rd_add  = reg_rd_add2;
    assign rd_data = ( reg_vrdata2 == 4'b1111              ) ? wire_mem_rdata
	:                ( reg_vrdata2 == 4'b0011 & reg_umload ) ? { 16'd0,                   wire_mem_rdata[15:0]  } 
	:                ( reg_vrdata2 == 4'b0011              ) ? {{16{wire_mem_rdata[15]}}, wire_mem_rdata[15:0]  } 
	:                ( reg_vrdata2 == 4'b1100 & reg_umload ) ? { 16'd0,                   wire_mem_rdata[31:16] } 
	:                ( reg_vrdata2 == 4'b1100              ) ? {{16{wire_mem_rdata[31]}}, wire_mem_rdata[31:16] } 
	:                ( reg_vrdata2 == 4'b0001 & reg_umload ) ? { 24'd0,                   wire_mem_rdata[7:0]   } 
	:                ( reg_vrdata2 == 4'b0001              ) ? {{24{wire_mem_rdata[7]}},  wire_mem_rdata[7:0]   } 
	:                ( reg_vrdata2 == 4'b0010 & reg_umload ) ? { 24'd0,                   wire_mem_rdata[15:8]  } 
	:                ( reg_vrdata2 == 4'b0010              ) ? {{24{wire_mem_rdata[15]}}, wire_mem_rdata[15:8]  } 
	:                ( reg_vrdata2 == 4'b0100 & reg_umload ) ? { 24'd0,                   wire_mem_rdata[23:16] } 
	:                ( reg_vrdata2 == 4'b0100              ) ? {{24{wire_mem_rdata[23]}}, wire_mem_rdata[23:16] } 
	:                ( reg_vrdata2 == 4'b1000 & reg_umload ) ? { 24'd0,                   wire_mem_rdata[31:24] } 
	:                ( reg_vrdata2 == 4'b1000              ) ? {{24{wire_mem_rdata[31]}}, wire_mem_rdata[31:24] } 
	:                32'd0 ;
	wire [3:0 ]wire_wen2 = ( wen2[2] ) ? 4'b1111 
	:                      ( wen2[1] & wadd2[1]==0 ) ? 4'b0011 
	:                      ( wen2[1] & wadd2[1]==1 ) ? 4'b1100 
	:                      ( wen2[0] & wadd2[1:0]==2'b00 ) ? 4'b0001 
	:                      ( wen2[0] & wadd2[1:0]==2'b01 ) ? 4'b0010 
	:                      ( wen2[0] & wadd2[1:0]==2'b10 ) ? 4'b0100 
	:                      ( wen2[0] & wadd2[1:0]==2'b11 ) ? 4'b1000 
	:                        4'b0000 ;
	assign 	 mem_add1   = radd1 ;
	assign   mem_wen1   = 0 ;
	assign   mem_wdata1 = 0 ;
	assign 	 mem_add2   = ( wen2!=0 ) ? wadd2 : radd2 ;
	assign 	 mem_wen2   = wire_wen2 ;
	assign   mem_wdata2 = wdata2 ;
endmodule
File: design/flow/run.sh
#!/bin/bash
# OpenROAD 26Q1-2900-gdf79404cd8, Yosys 0.63+post, stock flow scripts
make -C /OpenROAD-flow-scripts/flow DESIGN_CONFIG=/design/flow/config.mk WORK_HOME=/design/flow/orfs finish
==> GITHUB_STEP_SUMMARY <==
## Implementation flow summary

| Metric | Value |
|---|---|
| Power per cell area | `around 130 nW/µm²` |
| Slowest stage delay, CP | `0.63 ns` |
| Final wirelength | `12.7 mm` |
| Final Hold Vio Count | `0` |
| Setup TNS Final | `0 ns` |
| CTS H-tree depth | `1` |
| Pins Over Slew Limit | `0` |
| Critical path class | `input port to output pin` |
| Post-synth EDFFs | `0` |
| Clock root cell | `clkbuf_16` |
| Rows | `57` |
| Antenna-violating nets left | `0` |
| Iter 0 DRT Violations | `97` |
| CTS resizes | `0` |
| Register share after synthesis | `13.2%` |
| Yosys cell count | `349` |
| Gr ovfl total | `0` |
| Slowest-stage cell, CP | `clkdlybuf4s50_1` |
| Share of cells above drive strength 1 | `approximately a tenth` |
| Syn Area/Cell | `7.40 µm²` |
| Syn. warnings | `1` |
| Area growth from synthesis to layout | `58.2%` |
| Initial antenna violation count | `0` |
| Worst vdd ir | `82.2 µV` |
| Max Fanout on Critical Path | `8` |
| Critical path required time | `4.40 ns` |
| GRT Util Overall | `7.23%` |
| Largest net degree at the start of global routing | `24` |
| Clk buf depth | `2` |
| Commonest flop | `dfxtp_1` |
| YS chip area | `2580 µm²` |
| Vias in the first global route | `2,771` |
| HP Class | `input port to register` |
| Top cells, area | `buf_4 39%, mux2_2 14%, dfxtp_1 13%` |
| CTS buffer count | `3` |
| Worst setup SP type | `input port` |
| Synthesized area | `2580 µm²` |
| Top cells by count | `134 x buf_4, 36 x nand2_1, 31 x mux2_2` |
| Minimum clock period | `4.43 ns` |
| Top cell by count, worst path | `clkdlybuf4s50_1` |
| CP cell instances | `clkdlybuf4s50_1 > nand2_1 > o21ai_1 > nand3b_1 > a31oi_1 > clkdlybuf4s50_1` |
| DR WL/cell | `16.7 µm` |
| Count leader, synth | `buf_4` |
| Die W | `roughly 180 µm` |
| TritonCTS clock tree | `built` |
| Reg clk slew, reported paths | `0.06 ns` |
| Log Warnings | `25` |
| Unrepaired setup endpoints after global routing | `false` |
| Placed cell areas | `~4000 µm²` |
| Flops after synth | `17` |
| Chip area | `31,700 µm²` |
| Worst hold slack | `1.39 ns` |
| Asr flop ratio synth | `0%` |
| Period Utilization, post-route | `about 81%` |
| Stages on worst setup path | `6` |
| Worst setup EP type | `output pin` |
| Final instance area | `4090 µm²` |
| Crit path buf inv count | `2` |
| CP Data Arrival Time | `between 3 and 4 ns` |
| Ant diodes | `0` |
| Hold path depth | `2` |
| Final setup viols | `0` |
| I/O pin count | `between 400 and 500` |
| Peak Freq | `0.226 GHz` |
| DIE HEIGHT | `178 µm` |
| Final Wtd Congestion | `0.816` |
| Leakage | `1.42 nW` |
| Synth top area share | `38.9%` |
| First-pass GRT wire length | `17.2 mm` |
| FP Util | `10.6%` |
| Hpwl dp | `11.0 mm` |
| Cell taking the most area after synthesis | `buf_4` |
| Vias per inst | `between 3 and 4` |
| Max-cap viol count | `0` |
| Status | `completed` |
| Crit path max-delay family | `buffers and inverters` |
| Cts hold-fix bufs | `0` |
| Core footprint | `24,500 µm²` |
| Routed via count | `2,607` |
| Worst slew pin tran | `between 0.7 and 0.8 ns` |
| Remaining DRCs | `0` |
| Port Buffer Count | `~190` |
| Slew headroom | `between 50% and 60%` |
| Clock tree sinks | `17` |
| Postcts setup bufs | `0` |
| Total iterations of the first detailed-routing run | `4` |
| Post-Synthesis Cells | `349` |
| Yosys cell types | `28` |
flip-flops by register name, summed over array words and instances, names as in the netlist:
name,flops
reg_ren2,1
reg_vrdata1,1
reg_vrdata2,7
reg_rd_add2,7
reg_umload,1
area by class of cell:
type,instances,area [µm²]
multi-input combinational,216,1300
clock buffer,4,78.8
sequential,17,340
fill,2737,20400
inverter,4,15.0
tap,324,405
timing repair buffer,194,1940
per-layer routing:
metal  GRT usage, %  part of all wire (%)
met1           7.36                    35
met2           10.8                    42
met3           6.40                    21
met4           1.60                   2.3
met5           1.12                  0.34
metrics by stage:
stage	total power [W]	cells	util, %	worst slack, ns
after global placement	0.000377	755	16.4	1.13
after CTS	0.000536	759	16.7	1.08
after detailed placement	0.000377	755	16.4	1.07
final	0.000519	759	16.7	1.07
after floorplan	0.000240	385	-	2.41
after global routing	0.000557	759	16.7	0.970
power by group:
part           leakage, nW  switching [W]  internal, W  total, W
clock network       0.0382      0.0000513    0.0000986  0.000150
logic                 1.24      0.0000686     0.000167  0.000236
registers            0.140     0.00000526     0.000128  0.000134
worst paths after layout:
check                   endpoint           start  slack, ns
setup / recovery     rd_data[15]  mem_rdata2[31]       1.07
hold / removal    reg_rd_add2[2]      rd_add2[2]       1.39
cell usage in the layout (no fill, tap or decap), drive strengths merged, types with 2 or more instances in the layout:
cell,instances
a21oi,16
a22oi,8
a31oi,8
buf,4
clkbuf,4
clkdlybuf4s50,190
conb,37
dfxtp,17
inv,4
mux2,31
nand2,36
nand2b,2
nand3b,8
nor2,15
nor2b,12
nor3,3
nor3b,2
nor4b,2
o21ai,29
o21bai,2
kinds of logic (layout without fill, tap and decap cells):
family | count (synthesis) | after routing | synth area share, %
and+or+nand+nor | 83 | 83 | 16.4
AOI/OAI and AO/OA | 65 | 65 | 14.9
buffers and inverters | 152 | 202 | 41.9
muxes | 31 | 31 | 13.5
other | 1 | 37 | 0.145
DFF | 17 | 17 | 13.2
Power is estimated from default activity; no workload was simulated.
